==> flow/design.v <==
`timescale 1ns / 1ps
module GPIO_Periph (
    input  logic        PCLK,
    input  logic        PRESET,
    input  logic [ 3:0] PADDR,
    input  logic        PWRITE,
    input  logic        PENABLE,
    input  logic [31:0] PWDATA,
    input  logic        PSEL,
    output logic [31:0] PRDATA,
    output logic        PREADY,
    inout  logic [ 7:0] gpio
);
    logic [7:0] cr;
    logic [7:0] odr;
    logic [7:0] idr;
    APB_SlaveIntf_GPIO U_APB_SlaveInterf_GPIO (.*);
    GPIO U_GPIO (.*);
endmodule   
module APB_SlaveIntf_GPIO (
    input  logic        PCLK,
    input  logic        PRESET,
    input  logic [ 3:0] PADDR,
    input  logic        PWRITE,
    input  logic        PENABLE,
    input  logic [31:0] PWDATA,
    input  logic        PSEL,
    output logic [31:0] PRDATA,
    output logic        PREADY,
    output logic [ 7:0] cr,
    output logic [ 7:0] odr,
    input  logic [ 7:0] idr
);
    logic [31:0] slv_reg0, slv_reg1, slv_reg2;
    assign cr  = slv_reg0[7:0];
    assign odr = slv_reg1[7:0];
    always_ff @(posedge PCLK, posedge PRESET) begin
        if (PRESET) begin
            slv_reg0 <= 0;
            slv_reg1 <= 0;
            slv_reg2 <= 0;
        end else begin
            PREADY <= 1'b0;
            if (PSEL && PENABLE) begin
                PREADY <= 1'b1;
                if (PWRITE) begin
                    case (PADDR[3:2])
                        2'd0: slv_reg0 <= PWDATA;
                        2'd1: slv_reg1 <= PWDATA;
                        2'd2: ;   
                        2'd3: ;
                    endcase
                end else begin
                    case (PADDR[3:2])
                        2'd0: PRDATA <= slv_reg0;
                        2'd1: PRDATA <= slv_reg1;
                        2'd2: PRDATA <= {24'b0, idr};
                        2'd3: ;
                    endcase
                end
            end
        end
    end
endmodule
module GPIO (
    input  logic [7:0] cr,
    input  logic [7:0] odr,
    output logic [7:0] idr,
    inout  logic [7:0] gpio
);
    genvar i;
    generate
        for (i = 0; i < 8; i++) begin
            assign gpio[i] = cr[i] ? odr[i] : 1'bz;
            assign idr[i]  = ~cr[i] ? gpio[i] : 1'bz;
        end
    endgenerate
endmodule
==> flow/run.sh <==
#!/bin/bash
# OpenROAD 26Q1-2900-gdf79404cd8, Yosys 0.63+post, stock flow scripts
make -C /OpenROAD-flow-scripts/flow DESIGN_CONFIG=/design/flow/config.mk WORK_HOME=/design/flow/orfs finish
==> flow/config.mk <==
export PLATFORM = sky130hd
export DESIGN_NAME = GPIO_Periph
export DESIGN_NICKNAME = GPIO_Periph
export VERILOG_FILES = /design/flow/design.v
export SDC_FILE = /design/flow/constraint.sdc
export NUM_CORES = 4
export LEC_CHECK = 1
export CORE_UTILIZATION = 50
==> flow/constraint.sdc <==
current_design GPIO_Periph

set clk_period 1.1
set clk_io_pct 0.2

create_clock -name clk0 -period $clk_period [get_ports {PCLK}]

set non_clock_inputs [all_inputs -no_clocks]
set_input_delay [expr $clk_period * $clk_io_pct] -clock clk0 $non_clock_inputs
set_output_delay [expr $clk_period * $clk_io_pct] -clock clk0 [all_outputs]
==> run_results.csv <==
group,metric,value,unit
synth,ys_chip_area,4131,um^2
run_status,status,"stopped before the end",
placement,dp_hpwl,4.944,mm
clock_network,hold_buffers,0,
placement,place_congestion,0.7487,
clock_network,cts_resized,129,
synth,ys.warnings.count,3,
floorplan,initial_core_util,52.65,%
synth,ys_cells,250,
clock_network,cts_max_path_buffers,2,
synth,syn_area,4131,um^2
synth,ys_types,18,
synth,edf_count,33,
clock_network,clock-root-buffer,"clkbuf_8",
clock_network,postCtsSetupRepairBufs,11,
floorplan,die_w,92.90,um
synth,ys_seq_share,62.75,%
clock_network,numClockSinks,97,
placement,dpl_cell_area,5245,um^2
clock_network,htreeDepth,3,
run_status,error,"[error] [KeplerFormal.cpp:679] Workflow failed: Iso has multiple drivers: .gpio0, gpio[0]$_DFFE_PP0P_.Q0",
synth,syn_avg_cell_area,16.53,um^2
synth,ys_async_sr_fraction,65.98,%
clock_network,cts_buffers,9,
synth,ys_ff,97,
floorplan,placementRows,32,
run_status,stop_stage,"clock tree synthesis",
floorplan,ioPinCount,82,
synth,ff_type,"dfrtp_1",
synth,synthCells,250,
floorplan,die_h,92.90,um
placement,io_buffers,71,
==> cell usage after synthesis, types with 4 or more instances <==
master,number,area (um^2)
dfrtp_1,64,1602
mux2_4,60,900.9
edfxtp_1,33,991.0
inv_1,15,56.30
a22o_1,13,113.9
nand3_1,11,55.05
o21ai_0,11,55.05
nand2_1,8,30.03
o2bb2ai_1,8,70.07
buf_6,6,67.56
clkbuf_1,6,22.52
ha_1,4,50.05
mux2_2,4,45.04
==> logic make-up after synthesis <==
family,share of synthesized area (%)
and+or+nand+nor,3.695
AOI/OAI and AO/OA,5.784
buffers and inverters,3.664
adders and majority gates,1.211
muxes,22.90
DFF,62.75
==> metrics by stage <==
step                power, mW  hold slack (ns)  std cells  setup slack, ns
detailed placement      6.149           0.4020        431          -0.8059
global placement        6.108           0.4014        431          -0.7753
floorplan               5.648           0.3573        250          -0.7928
No activity file was given, so power comes from the tool's default toggle rates.

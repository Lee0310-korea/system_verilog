==> design.v <==
`timescale 1ns / 1ps
module uart_top (
    input  logic        clk,
    input  logic        reset,
    input  logic        rx,
    output logic        tx,
    input  logic [ 3:0] PADDR,
    input  logic        PWRITE,
    input  logic        PENABLE,
    input  logic [31:0] PWDATA,
    input  logic        PSEL,
    output logic [31:0] PRDATA,
    output logic        PREADY,
    output logic [3:0]  led_out   
);
    logic w_b_tick;
    logic w_start;
    logic rx_done;
    logic [7:0] w_rx_data, w_rx_fifo_popdata, w_tx_fifo_popdata, w_send_data;
    logic w_rx_empty, w_tx_fifo_full, w_tx_fifo_empty;
    logic w_tx_busy;
    logic send_push;
    logic [31:0] mux_out;
    logic [7:0] led_ctrl;   
    baud_tick_gen u_BAUD_TICK_GEN (
        .clk(clk),
        .reset(reset),
        .b_tick(w_b_tick)
    );
    uart_tx u_uart_tx (
        .clk(clk),
        .reset(reset),
        .start_trigger(~w_tx_fifo_empty),
        .tx_data(w_tx_fifo_popdata),
        .b_tick(w_b_tick),
        .tx(tx),
        .tx_busy(w_tx_busy)
    );
    fifo u_tx_FIFO (
        .clk(clk),
        .reset(reset),
        .push_data(w_rx_fifo_popdata),
        .push(~w_rx_empty),
        .pop(~w_tx_busy),
        .pop_data(w_tx_fifo_popdata),
        .full(w_tx_fifo_full),
        .empty(w_tx_fifo_empty)
    );
    uart_rx u_uart_rx (
        .clk(clk),
        .reset(reset),
        .rx(rx),
        .b_tick(w_b_tick),
        .rx_data(w_rx_data),
        .rx_done(rx_done)
    );
    fifo u_rx_FIFO (
        .clk(clk),
        .reset(reset),
        .push_data(w_rx_data),
        .push(rx_done),
        .pop(~w_tx_fifo_full),
        .pop_data(w_rx_fifo_popdata),
        .full(),
        .empty(w_rx_empty)
    );
    APB_SlaveInterf_UART U_APB_SlaveInterf_UART (
        .PCLK(clk),
        .PRESET(reset),
        .PADDR(PADDR),
        .PWRITE(PWRITE),
        .PENABLE(PENABLE),
        .PWDATA(PWDATA),
        .PSEL(PSEL),
        .PRDATA(PRDATA),
        .PREADY(PREADY),
        .tx_busy(w_tx_busy),
        .led_ctrl(led_out)   
    );
endmodule
module baud_tick_gen (
    input  logic clk,
    input  logic reset,
    output logic b_tick
);
    parameter BAUDRATE = 9600 * 16;
    localparam BAUD_COUNT = 100_000_000 / BAUDRATE;
    reg [$clog2(BAUD_COUNT)-1:0] counter_reg, counter_next;
    reg tick_reg, tick_next;
    always @(posedge clk, posedge reset) begin
        if (reset) begin
            counter_reg <= 0;
            tick_reg <= 0;
        end else begin
            counter_reg <= counter_next;
            tick_reg <= tick_next;
        end
    end
    always @(*) begin
        counter_next = counter_reg;
        tick_next = tick_reg;
        if (counter_reg == BAUD_COUNT - 1) begin
            counter_next = 0;
            tick_next = 1'b1;
        end else begin
            counter_next = counter_reg + 1;
            tick_next = 1'b0;
        end
    end
    assign b_tick = tick_reg;
endmodule
module fifo (
    input  logic       clk,
    input  logic       reset,
    input  logic [7:0] push_data,
    input  logic       push,
    input  logic       pop,
    output logic [7:0] pop_data,
    output logic       full,
    output logic       empty
);
    logic [1:0] w_wptr;
    logic [1:0] w_rptr;
    register_file U_REG_FILE (
        .clk(clk),
        .wptr(w_wptr),
        .rptr(w_rptr),
        .push_data(push_data),
        .wr(~full & push),
        .pop_data(pop_data)
    );
    fifo_cu U_FIFO_CU (
        .clk  (clk),
        .reset(reset),
        .push (push),
        .pop  (pop),
        .wptr (w_wptr),
        .rptr (w_rptr),
        .full (full),
        .empty(empty)
    );
endmodule
module register_file (
    input  logic       clk,
    input  logic [1:0] wptr,
    input  logic [1:0] rptr,
    input  logic [7:0] push_data,
    input  logic       wr,
    output logic [7:0] pop_data
);
    reg [7:0] ram[0:3];
    assign pop_data = ram[rptr];
    always @(posedge clk) begin
        if (wr) begin
            ram[wptr] <= push_data;
        end
    end
endmodule
module fifo_cu (
    input logic clk,
    input logic reset,
    input logic push,
    input logic pop,
    output logic [1:0] wptr,
    output logic [1:0] rptr,
    output logic full,
    output logic empty
);
    reg [1:0] wptr_reg, wptr_next;
    reg [1:0] rptr_reg, rptr_next;
    reg full_reg, full_next;
    reg empty_reg, empty_next;
    assign wptr  = wptr_reg;
    assign rptr  = rptr_reg;
    assign full  = full_reg;
    assign empty = empty_reg;
    always @(posedge clk, posedge reset) begin
        if (reset) begin
            wptr_reg  <= 0;
            rptr_reg  <= 0;
            full_reg  <= 0;
            empty_reg <= 1'b1;
        end else begin
            wptr_reg  <= wptr_next;
            rptr_reg  <= rptr_next;
            full_reg  <= full_next;
            empty_reg <= empty_next;
        end
    end
    always @(*) begin
        wptr_next  = wptr_reg;
        rptr_next  = rptr_reg;
        full_next  = full_reg;
        empty_next = empty_reg;
        case ({
            push, pop
        })
            2'b01: begin
                full_next = 1'b0;
                if (!empty_reg) begin
                    rptr_next = rptr_reg + 1;
                    if (wptr_reg == rptr_next) begin
                        empty_next = 1'b1;
                    end
                end
            end
            2'b10: begin
                empty_next = 1'b0;
                if (!full_reg) begin
                    wptr_next = wptr_reg + 1;
                    if (wptr_next == rptr_reg) begin
                        full_next = 1'b1;
                    end
                end
            end
            2'b11: begin
                if (empty_reg == 1'b1) begin
                    wptr_next  = wptr_reg + 1;
                    empty_next = 1'b0;
                end else if (full_reg == 1'b1) begin
                    rptr_next = rptr_reg + 1;
                    full_next = 1'b0;
                end else begin
                    wptr_next = wptr_reg + 1;
                    rptr_next = rptr_reg + 1;
                end
            end
        endcase
    end
endmodule
module uart_rx (
    input  logic       clk,
    input  logic       reset,
    input  logic       rx,
    input  logic       b_tick,
    output logic [7:0] rx_data,
    output logic       rx_done
);
    localparam [1:0] IDLE = 2'h0, START = 2'h1, DATA = 2'h2, STOP = 2'h3;
    reg [1:0] cur_state, next_state;
    reg [2:0] bit_cnt, bit_cnt_next;
    reg [4:0] b_tick_cnt, b_tick_cnt_next;
    reg rx_done_reg, rx_done_next;
    reg [7:0] rx_buf_reg, rx_buf_next;
    assign rx_data = rx_buf_reg;
    assign rx_done = rx_done_reg;
    always @(posedge clk, posedge reset) begin
        if (reset) begin
            cur_state   <= IDLE;
            bit_cnt     <= 0;
            b_tick_cnt  <= 0;
            rx_done_reg <= 0;
            rx_buf_reg  <= 0;
        end else begin
            cur_state   <= next_state;
            bit_cnt     <= bit_cnt_next;
            b_tick_cnt  <= b_tick_cnt_next;
            rx_done_reg <= rx_done_next;
            rx_buf_reg  <= rx_buf_next;
        end
    end
    always @(*) begin
        next_state      = cur_state;
        bit_cnt_next    = bit_cnt;
        b_tick_cnt_next = b_tick_cnt;
        rx_done_next    = rx_done_reg;
        rx_buf_next     = rx_buf_reg;
        case (cur_state)
            IDLE: begin
                rx_done_next = 1'b0;
                if (b_tick) begin
                    if (rx == 0) begin
                        next_state = START;
                        b_tick_cnt_next = 0;
                    end
                end
            end
            START: begin
                if (b_tick) begin
                    if (b_tick_cnt == 23) begin
                        next_state = DATA;
                        bit_cnt_next = 0;
                        b_tick_cnt_next = 0;
                    end else begin
                        b_tick_cnt_next = b_tick_cnt + 1;
                    end
                end
            end
            DATA: begin
                if (b_tick == 1) begin
                    if (b_tick_cnt == 0) begin
                        rx_buf_next[7] = rx;
                    end
                    if (b_tick_cnt == 15) begin
                        if (bit_cnt == 7) begin
                            next_state = STOP;
                        end else begin
                            bit_cnt_next = bit_cnt + 1;
                            b_tick_cnt_next = 0;
                            rx_buf_next = rx_buf_reg >> 1;
                        end
                    end else begin
                        b_tick_cnt_next = b_tick_cnt + 1;
                    end
                end
            end
            STOP: begin
                if (b_tick == 1) begin
                    rx_done_next = 1'b1;
                    next_state   = IDLE;
                end
            end
        endcase
    end
endmodule
module uart_tx (
    input logic clk,
    input logic reset,
    input logic start_trigger,
    input logic [7:0] tx_data,
    input logic b_tick,
    output logic tx,
    output logic tx_busy
);
    localparam [2:0] IDLE = 3'h0, WAIT = 3'h1, START = 3'h2, DATA = 3'h3, STOP = 3'h4;
    reg [2:0] state, next;
    reg [2:0] bit_cnt_reg, bit_cnt_next;
    reg [7:0] data_reg, data_next;
    reg [3:0] b_tick_cnt_reg, b_tick_cnt_next;
    reg tx_reg, tx_next;
    reg tx_busy_reg, tx_busy_next;
    assign tx = tx_reg;
    assign tx_busy = tx_busy_reg;
    always @(posedge clk, posedge reset) begin
        if (reset) begin
            state          <= IDLE;
            tx_reg         <= 1'b1;   
            b_tick_cnt_reg <= 0;
            bit_cnt_reg    <= 0;
            data_reg       <= 0;
            tx_busy_reg    <= 1'b0;
        end else begin
            state          <= next;
            tx_reg         <= tx_next;
            data_reg       <= data_next;
            bit_cnt_reg    <= bit_cnt_next;
            tx_busy_reg    <= tx_busy_next;
            b_tick_cnt_reg <= b_tick_cnt_next;
        end
    end
    always @(*) begin
        next            = state;
        tx_next         = tx_reg;
        bit_cnt_next    = bit_cnt_reg;
        data_next       = data_reg;
        tx_busy_next    = tx_busy_reg;
        b_tick_cnt_next = b_tick_cnt_reg;
        case (state)
            IDLE: begin
                tx_next = 1'b1;
                tx_busy_next = 1'b0;
                if (start_trigger == 1'b1) begin
                    tx_busy_next = 1'b1;
                    next         = WAIT;
                    data_next    = tx_data;
                end
            end
            WAIT: begin
                if (b_tick == 1) begin
                    b_tick_cnt_next = 0;
                    next = START;
                end
            end
            START: begin
                tx_next = 1'b0;
                if (b_tick == 1) begin
                    if (b_tick_cnt_reg == 15) begin
                        b_tick_cnt_next = 0;
                        bit_cnt_next    = 0;
                        next            = DATA;
                    end else begin
                        b_tick_cnt_next = b_tick_cnt_reg + 1;
                    end
                end
            end
            DATA: begin
                tx_next = data_reg[0];
                if (b_tick == 1) begin
                    if (b_tick_cnt_reg == 15) begin
                        b_tick_cnt_next = 0;
                        if (bit_cnt_reg == 7) begin
                            next = STOP;
                        end else begin
                            b_tick_cnt_next = 0;
                            bit_cnt_next = bit_cnt_reg + 1;
                            data_next    = data_reg >> 1;
                        end
                    end else begin
                        b_tick_cnt_next = b_tick_cnt_reg + 1;
                    end
                end
            end
            STOP: begin
                tx_next = 1'b1;
                if (b_tick == 1) begin
                    if (b_tick_cnt_reg == 15) begin
                        tx_busy_next = 0;
                        next = IDLE;
                    end else begin
                        b_tick_cnt_next = b_tick_cnt_reg + 1;
                    end
                end
            end
        endcase
    end
endmodule
module APB_SlaveInterf_UART (
    input  logic        PCLK,
    input  logic        PRESET,
    input  logic [ 3:0] PADDR,
    input  logic        PWRITE,
    input  logic        PENABLE,
    input  logic [31:0] PWDATA,
    input  logic        PSEL,
    output logic [31:0] PRDATA,
    output logic        PREADY,
    input  logic        tx_busy,
    output logic [3:0]  led_ctrl   
);
    logic [31:0] slv_reg0, slv_reg1, slv_reg2, slv_reg3, slv_reg4;
    assign led_ctrl = slv_reg4[7:0];   
    always_ff @(posedge PCLK, posedge PRESET) begin
        if (PRESET) begin
            slv_reg0 <= 0;
            slv_reg1 <= 0;
            slv_reg2 <= 0;
            slv_reg3 <= 0;
            slv_reg4 <= 0;   
            PREADY   <= 0;
        end else begin
            PREADY <= 1'b0;
            slv_reg2[0] <= tx_busy;   
            if (PSEL && PENABLE) begin
                PREADY <= 1'b1;
                if (PWRITE) begin
                    case (PADDR[3:2])
                        2'd0: slv_reg0 <= PWDATA;
                        2'd1: slv_reg1 <= PWDATA;
                        2'd2: slv_reg2 <= PWDATA;
                        2'd3: slv_reg4 <= PWDATA;   
                    endcase
                end else begin
                    case (PADDR[3:2])
                        2'd0: PRDATA <= slv_reg0;
                        2'd1: PRDATA <= slv_reg1;
                        2'd2: PRDATA <= slv_reg2;
                        2'd3: PRDATA <= slv_reg4;   
                    endcase
                end
            end
        end
    end
endmodule
==> run.sh <==
#!/bin/bash
# OpenROAD 26Q1-2900-gdf79404cd8, Yosys 0.63+post, stock flow scripts
make -C /OpenROAD-flow-scripts/flow DESIGN_CONFIG=/design/flow/config.mk WORK_HOME=/design/flow/orfs finish
==> config.mk <==
export PLATFORM = sky130hd
export DESIGN_NAME = uart_top
export DESIGN_NICKNAME = uart_top
export VERILOG_FILES = /design/flow/design.v
export SDC_FILE = /design/flow/constraint.sdc
export NUM_CORES = 4
export LEC_CHECK = 1
export CORE_UTILIZATION = 50
==> constraint.sdc <==
current_design uart_top

set clk_period 2.2
set clk_io_pct 0.2

create_clock -name clk0 -period $clk_period [get_ports {clk}]

set non_clock_inputs [all_inputs -no_clocks]
set_input_delay [expr $clk_period * $clk_io_pct] -clock clk0 $non_clock_inputs
set_output_delay [expr $clk_period * $clk_io_pct] -clock clk0 [all_outputs]
==> run_summary.xml <==
<?xml version="1.0" encoding="UTF-8"?>
<metrics>
  <group name="run_status">
    <metric name="status" unit="">completed</metric>
  </group>
  <group name="flow_run">
    <metric name="max_cap_violations" unit="">0</metric>
    <metric name="stage_log_warnings" unit="">36</metric>
  </group>
  <group name="final_timing">
    <metric name="final.period_utilization" unit="%">89.36</metric>
    <metric name="timing.final.hold_violations" unit="">0</metric>
    <metric name="timing_max_transition_violations_final" unit="">0</metric>
    <metric name="slew-limit-headroom" unit="%">57.74</metric>
    <metric name="unrepaired_setup_endpoints_after_global_routing" unit="">no</metric>
    <metric name="postLayoutSetupSlackWorst" unit="ns">0.2340</metric>
    <metric name="timing.clock.skew" unit="ns">0.01409</metric>
    <metric name="setup_viol" unit="">0</metric>
    <metric name="finalCriticalPeriod" unit="ns">1.966</metric>
    <metric name="max_freq" unit="MHz">508.6</metric>
    <metric name="worst_slew_pin_slew" unit="ns">0.6338</metric>
  </group>
  <group name="critical_path">
    <metric name="cp.arrival" unit="ns">1.53</metric>
    <metric name="critPathKind" unit="">reg -&gt; out</metric>
    <metric name="worst-path-stages" unit="">1</metric>
    <metric name="critical_path_buf_inv_count" unit="">1</metric>
    <metric name="cp.required" unit="ns">1.76</metric>
    <metric name="worst-path-max-fanout" unit="">2</metric>
    <metric name="setup.worst_path.start_class" unit="">register</metric>
    <metric name="largest_delay_contributor_family_on_the_critical_path" unit="">flip-flops</metric>
    <metric name="critical-path-slowest-cell" unit="">sky130_fd_sc_hd__dfstp_2</metric>
    <metric name="critPathCaptureType" unit="">primary output</metric>
    <metric name="crit_path_cells" unit="">clkdlybuf4s50_1</metric>
    <metric name="critical-path-max-stage-delay" unit="ns">0.54</metric>
    <metric name="ff2ff_path_depth" unit="">5</metric>
  </group>
  <group name="routing">
    <metric name="drtIter0Drc" unit="">327</metric>
    <metric name="drtAntennaViolNets" unit="">0</metric>
    <metric name="m1WireLength" unit="µm">10230</metric>
    <metric name="detailroute.wirelength.met2" unit="µm">10520</metric>
    <metric name="detail_route.drc_violations" unit="">0</metric>
    <metric name="met3RoutedLength" unit="µm">1304</metric>
    <metric name="detailedRoute.firstPassIterationCount" unit="">5</metric>
    <metric name="via_count" unit="">6836</metric>
    <metric name="wl_per_cell" unit="µm">18.37</metric>
    <metric name="avgViaCountPerCell" unit="">5.599</metric>
    <metric name="highest_layer" unit="">met5</metric>
    <metric name="wirelength" unit="µm">22430</metric>
    <metric name="antennaDiodeCount" unit="">0</metric>
  </group>
  <group name="cts">
    <metric name="cts_setup_buffers" unit="">0</metric>
    <metric name="post_cts_hold_buffer_count" unit="">0</metric>
    <metric name="cts.path.max_buffers" unit="">3</metric>
    <metric name="clk-insertion-delay-late" unit="ns">0.55</metric>
    <metric name="cts.sinks" unit="">291</metric>
    <metric name="clockRootBuffer" unit="">sky130_fd_sc_hd__clkbuf_16</metric>
    <metric name="num_cts_buffers" unit="">31</metric>
    <metric name="htree_num_levels" unit="">1</metric>
    <metric name="cts.clk_slew.worst_paths" unit="ns">0.06</metric>
    <metric name="cts-resized-gates" unit="">0</metric>
    <metric name="cts_tree" unit="">done</metric>
  </group>
  <group name="die">
    <metric name="boundaryPins" unit="">80</metric>
    <metric name="core_area" unit="mm²">0.02425</metric>
    <metric name="die_width" unit="µm">158.8</metric>
    <metric name="floorplan.rows" unit="">57</metric>
    <metric name="core_util_floorplan" unit="%">50.72</metric>
    <metric name="die_h" unit="µm">158.8</metric>
    <metric name="die-area" unit="mm²">0.02523</metric>
  </group>
  <group name="synth">
    <metric name="dominant_kind_of_combinational_cell" unit="">multiplexers</metric>
    <metric name="ys_chip_area" unit="mm²">0.01230</metric>
    <metric name="syn_inst" unit="">781</metric>
    <metric name="synthesis.area_per_instance" unit="µm²">15.75</metric>
    <metric name="synthFlopType" unit="">sky130_fd_sc_hd__dfrtp_1</metric>
    <metric name="synth.cellmix.xorXnorShare" unit="%">1.139</metric>
    <metric name="yosys.stat.seqShare" unit="%">63.16</metric>
    <metric name="synthMuxAreaShare" unit="%">21.26</metric>
    <metric name="ys_sh_aoi" unit="%">5.432</metric>
    <metric name="postSynth.asyncResetShare" unit="%">67.01</metric>
    <metric name="and_or_nand_nor_cells_area_fraction" unit="%">4.741</metric>
    <metric name="synth.yosys.num_cells" unit="">781</metric>
    <metric name="syn_area" unit="mm²">0.01230</metric>
    <metric name="edf_count" unit="">96</metric>
    <metric name="yosys_register_bits" unit="">291</metric>
    <metric name="yosys.area_share.adder" unit="%">1.831</metric>
    <metric name="synth_cell_types" unit="">61</metric>
    <metric name="synth.yosys.warnings" unit="">6</metric>
  </group>
  <group name="grt">
    <metric name="grt.overflow.total" unit="">0</metric>
    <metric name="grt_max_degree" unit="">57</metric>
    <metric name="via_count_of_the_first_global_routing_pass" unit="">7187</metric>
    <metric name="grt_pass1_wl" unit="µm">37950</metric>
    <metric name="antenna_found_initial" unit="">1</metric>
    <metric name="global_route.usage.total" unit="%">20.18</metric>
  </group>
  <group name="final_layout">
    <metric name="post-route-util" unit="%">59.96</metric>
    <metric name="layout.area.seq" unit="mm²">0.007769</metric>
    <metric name="areaGrowthSynthToFinish" unit="%">18.21</metric>
    <metric name="nFillCells" unit="">1770</metric>
    <metric name="mi_logic_area" unit="mm²">0.004255</metric>
    <metric name="share_of_post_route_cells_with_drive_strength_above_1" unit="%">28.99</metric>
    <metric name="fin_cells" unit="">1221</metric>
  </group>
  <group name="placed_design">
    <metric name="count_of_placed_standard_cells_including_taps" unit="">1163</metric>
    <metric name="dp_hpwl" unit="µm">14340</metric>
    <metric name="portBuffers" unit="">77</metric>
    <metric name="pre_cts_slack" unit="ns">-0.05103</metric>
    <metric name="place.gp.congestion" unit="">0.8447</metric>
  </group>
  <group name="power">
    <metric name="worst_supply_voltage_drop_on_vdd" unit="V">0.0004770</metric>
    <metric name="power" unit="µW">12370</metric>
    <metric name="power.leakage" unit="µW">0.005734</metric>
    <metric name="power.density_cell_area" unit="mW/mm²">850.8</metric>
  </group>
  <group name="hold_path">
    <metric name="hold_path.class" unit="">in -&gt; async</metric>
  </group>
</metrics>
==> synthesized netlist by cell type, types with 5 or more instances <==
cell / count / share of area, %
sky130_fd_sc_hd__nor2_1: 20 / 0.61
sky130_fd_sc_hd__xor2_1: 5 / 0.36
sky130_fd_sc_hd__clkbuf_1: 13 / 0.40
sky130_fd_sc_hd__nand2_1: 18 / 0.55
sky130_fd_sc_hd__nor3_1: 5 / 0.20
sky130_fd_sc_hd__dfrtp_1: 190 / 39
sky130_fd_sc_hd__a21oi_1: 21 / 0.85
sky130_fd_sc_hd__mux2_2: 128 / 12
sky130_fd_sc_hd__a22o_1: 12 / 0.85
sky130_fd_sc_hd__edfxtp_1: 96 / 23
sky130_fd_sc_hd__buf_2: 26 / 1.1
sky130_fd_sc_hd__ha_1: 18 / 1.8
sky130_fd_sc_hd__nand3_1: 10 / 0.41
sky130_fd_sc_hd__inv_1: 24 / 0.73
sky130_fd_sc_hd__and2_1: 10 / 0.51
sky130_fd_sc_hd__o21ai_0: 20 / 0.81
sky130_fd_sc_hd__o22ai_1: 17 / 0.86
sky130_fd_sc_hd__mux4_2: 48 / 8.8
sky130_fd_sc_hd__mux2i_1: 7 / 0.57
sky130_fd_sc_hd__nand2b_1: 6 / 0.31
sky130_fd_sc_hd__dfstp_2: 5 / 1.1
sky130_fd_sc_hd__xnor2_1: 11 / 0.78
==> metrics by stage <==
stage                     setup TNS (ns)  cell area (µm²)  hold slack [ns]
after floorplan                  -143.91            12310           0.4372
after global placement           -0.1687            13590           0.4630
after detailed placement         -0.6982            13590           0.4748
after CTS                              0            14540           0.2768
after global routing                   0            14540           0.2919
final                                  0            14540           0.2923
==> worst paths after layout <==
kind	from	slack, ns	to
worst min-delay path	reset	0.29	U_APB_SlaveInterf_UART.slv_reg0[20]$_DFFE_PP0P_
worst max-delay path	u_uart_tx.tx_reg$_DFFE_PP1P_	0.23	tx
max in group asynchronous	reset	1.29	u_uart_tx.state[0]$_DFF_PP1_
worst min register to register	U_APB_SlaveInterf_UART.slv_reg0[20]$_DFFE_PP0P_	0.49	U_APB_SlaveInterf_UART.slv_reg0[20]$_DFFE_PP0P_
worst max register to register	u_uart_rx.b_tick_cnt[0]$_DFFE_PP0P_	0.30	u_uart_rx.b_tick_cnt[2]$_DFFE_PP0P_
min in group clk0	U_APB_SlaveInterf_UART.slv_reg0[20]$_DFFE_PP0P_	0.49	U_APB_SlaveInterf_UART.slv_reg0[20]$_DFFE_PP0P_
==> cell usage in the layout, fill, tap and decap left out, types with 4 or more instances in the layout <==
cell type                           n
sky130_fd_sc_hd__dfrtp_1          190
sky130_fd_sc_hd__mux2_2           128
sky130_fd_sc_hd__edfxtp_1          96
sky130_fd_sc_hd__clkdlybuf4s50_1   75
sky130_fd_sc_hd__mux4_2            48
sky130_fd_sc_hd__clkbuf_16         31
sky130_fd_sc_hd__inv_1             23
sky130_fd_sc_hd__a21oi_1           21
sky130_fd_sc_hd__o21ai_0           20
sky130_fd_sc_hd__nor2_1            20
sky130_fd_sc_hd__nand2_1           18
sky130_fd_sc_hd__ha_1              18
sky130_fd_sc_hd__o22ai_1           17
sky130_fd_sc_hd__buf_4             14
sky130_fd_sc_hd__clkbuf_1          13
sky130_fd_sc_hd__a22o_1            12
sky130_fd_sc_hd__xnor2_1           11
sky130_fd_sc_hd__nand3_1           10
sky130_fd_sc_hd__and2_1            10
sky130_fd_sc_hd__buf_12            10
sky130_fd_sc_hd__mux2i_1            7
sky130_fd_sc_hd__nand2b_1           6
sky130_fd_sc_hd__nor3_1             5
sky130_fd_sc_hd__xor2_1             5
sky130_fd_sc_hd__clkinv_2           5
sky130_fd_sc_hd__dfstp_2            5
sky130_fd_sc_hd__nand4_1            4
sky130_fd_sc_hd__and3_1             4
sky130_fd_sc_hd__or3_1              4
sky130_fd_sc_hd__nor2b_1            4
sky130_fd_sc_hd__o2bb2ai_1          4
==> cells by family after synthesis <==
logic type	after synthesis
AND-OR/OR-AND	100
XOR/XNOR	16
adder cells (fa/ha/maj)	18
buffers and inverters	67
flip-flops	291
multiplexers	185
AND/OR/NAND/NOR	104
==> cell type report <==
cell class                      instances  share of cell area, %
Multi-Input combinational cell        423                  29.27
Timing Repair Buffer                  101                  7.332
Clock inverter                         11                 0.5766
Sequential cell                       291                  53.43
Tap cell                              324                  2.788
Inverter                               24                 0.6454
Clock buffer                           47                  5.955
==> layer usage <==
layer | up-vias | track usage (%)
met4 | 2 | 2.868
met1 | 3491 | 33.89
met5 | - | 0
met3 | 29 | 5.545
li1 | 3148 | -
met2 | 166 | 29.86
==> report_power, final <==
part           switching (µW)  internal [µW]  leakage [µW]  total, µW
sequential                260           6190       0.00323       6450
clock                    1970           2820      0.000466       4780
combinational             353            781       0.00204       1130
total                    2580           9790       0.00573      12400
Power is estimated from default activity; no workload was simulated.
